## ./design.v

```verilog
`timescale 1ns / 100ps
module uart_tx (
   input  wire clk,
   input  wire reset,
   input  wire tx_start,
   input  wire [15:0] tx_data,
   output wire TxD,
   output wire tx_busy
   ) ;
   wire tx_en ;
   reg [13:0] count_baudrate = 14'b0 ;
   always @(posedge clk)
      if( count_baudrate == 10414 )
         count_baudrate <= 'b0 ;                               
      else
         count_baudrate <= count_baudrate + 1 ;
   assign tx_en = ( count_baudrate == 0 ) ? 1'b1 : 1'b0 ;      
   uart_tx_dummy  #(.NBYTES(2)) uart_tx_shift_register (
      .clk           (           clk ),
      .tx_start      (      tx_start ),
      .tx_en         (         tx_en ),
      .tx_data       ( tx_data[15:0] ),
      .TxD           (           TxD )
      ) ;
endmodule
`timescale 1ns / 100ps
module uart_tx_dummy #(parameter integer NBYTES = 1) (
   input  wire clk,                              
   input  wire tx_start,                         
   input  wire tx_en,                            
   input  wire [(NBYTES*8)-1:0] tx_data,         
   output reg  TxD                               
   ) ;
   reg [NBYTES*(1+8+1):0] bit_count ;
   always @(posedge clk ) begin
      if( tx_start == 1'b1 ) begin
         bit_count[0]                <= 1'b1 ;               
         bit_count[NBYTES*(1+8+1):1] <=  'b0 ;
      end
      else if( tx_en == 1'b1 )
         bit_count[NBYTES*(1+8+1):0] <= { bit_count[NBYTES*(1+8+1)-1:0] , 1'b0 } ;    
   end    
   integer k ;
   always @(posedge clk) begin
      TxD <= 1'b1 ;                                                                     
      for( k = 0; k < NBYTES; k = k+1 ) begin    
            if( bit_count[1 + 10*k] == 1'b1 ) TxD <= 1'b0 ;                             
            else if( bit_count[ 2 + 10*k] == 1'b1 ) TxD <= tx_data[0 + 8*k] ;           
            else if( bit_count[ 3 + 10*k] == 1'b1 ) TxD <= tx_data[1 + 8*k] ;
            else if( bit_count[ 4 + 10*k] == 1'b1 ) TxD <= tx_data[2 + 8*k] ;
            else if( bit_count[ 5 + 10*k] == 1'b1 ) TxD <= tx_data[3 + 8*k] ;
            else if( bit_count[ 6 + 10*k] == 1'b1 ) TxD <= tx_data[4 + 8*k] ;
            else if( bit_count[ 7 + 10*k] == 1'b1 ) TxD <= tx_data[5 + 8*k] ;
            else if( bit_count[ 8 + 10*k] == 1'b1 ) TxD <= tx_data[6 + 8*k] ;
            else if( bit_count[ 9 + 10*k] == 1'b1 ) TxD <= tx_data[7 + 8*k] ;
            else if( bit_count[10 + 10*k] == 1'b1 ) TxD <= 1'b1 ;                       
      end    
   end    
endmodule
```

## ./run.sh

```bash
#!/bin/bash
# OpenROAD 26Q1-2900-gdf79404cd8, Yosys 0.63+post, stock flow scripts
make -C /OpenROAD-flow-scripts/flow DESIGN_CONFIG=/design/flow/config.mk WORK_HOME=/design/flow/orfs finish
```

## ./config.mk

```make
export PLATFORM = sky130hd
export DESIGN_NAME = uart_tx
export DESIGN_NICKNAME = uart_tx
export VERILOG_FILES = /design/flow/design.v
export SDC_FILE = /design/flow/constraint.sdc
export NUM_CORES = 4
export LEC_CHECK = 1
export CORE_UTILIZATION = 30
```

## ./constraint.sdc

```tcl
current_design uart_tx

set clk_period 2.5
set clk_io_pct 0.2

create_clock -name clk0 -period $clk_period [get_ports {clk}]

set non_clock_inputs [all_inputs -no_clocks]
set_input_delay [expr $clk_period * $clk_io_pct] -clock clk0 $non_clock_inputs
set_output_delay [expr $clk_period * $clk_io_pct] -clock clk0 [all_outputs]
```

==> impl_metrics.tcl <==
# yosys + openroad results
set metrics [dict create \
    outcome "complete, no violations" \
    finalHoldViolations 0 \
    synth.area.top_cells "sky130_fd_sc_hd__dfxtp_1, sky130_fd_sc_hd__mux2i_1, sky130_fd_sc_hd__nor2_1" \
    hp-class "reg2reg" \
    vias 1137 \
    cp_data_required_time_ns 2.67 \
    worst_setup_hold_path_clk_slew_ns 0.08 \
    internal_power_w 0.000904 \
    n_fill_cell 503 \
    endpoint_kind "register" \
    syn_area_um2 1580 \
    power-per-cell-area_nw_per_um2 585 \
    total_drc_errors_in_the_routed_layout 0 \
    leakage_nw 0.697 \
    route.detailed.vias_per_inst 4.37 \
    area_growth_syn_to_layout_pct 22.9 \
    antenna_cells_inserted 0 \
    combinationalPowerShare_pct 4.0 \
    setup_viol 0 \
    grt.total_usage_pct 11.0 \
    wire_per_inst_um 10.4 \
    area_enclosed_by_the_die_boundary_um2 5550 \
    detailed_place_hpwl_mm 1.83 \
    fin_crit_ns 1.73 \
    max_freq_mhz 577 \
    preCtsSetupSlack_ns 0.449 \
    clkPwrFrac_pct 44.8 \
    timing.reg2reg.worst_path_depth 5 \
    finalCritPeriodShare_pct 69.4 \
    final_cell_mix "sky130_fd_sc_hd__dfxtp_1, sky130_fd_sc_hd__nor2_1, sky130_fd_sc_hd__mux2i_1" \
    place.port_buffers 18 \
    warnings 28 \
    yosysWarnings 3 \
    tightestPinTransition_ns 0.750 \
    io-pin-count 21 \
    grt.overflow.total 0 \
    layout_setup_ws_ns 0.766 \
    fp.dieH_um 74.5 \
    top_cell_area_share_pct 45.7 \
    tritoncts "done" \
    worst_skew_pair.late_latency_ns 0.29 \
    fraction_of_final_layout_cells_with_drive_strength_greater_than_1_pct 7.37 \
    flop_cell "sky130_fd_sc_hd__dfxtp_1" \
    hold-path-endpoint "uart_tx_shift_register.bit_count[0]" \
    cts_resized 0 \
    count_of_flip_flops_with_a_built_in_enable_after_synthesis 0 \
    first_global_vias 1054 \
    synth-seq-cells 36 \
    drt_first_iter_violations 57 \
    tritoncts.num_buffers 5 \
    final_clock_skew_ns 0.00907 \
    ys_cells 168 \
    drt_pass1_iterations 4 \
    postRouteWirelength_mm 2.70 \
    critical_hold_path_startpoint "uart_tx_shift_register.bit_count[0]" \
    synthDominantAreaCellType "sky130_fd_sc_hd__dfxtp_1" \
    cts-htree-levels 2 \
    cts.sink_count 36 \
    setup-tns-final_ns 0 \
    cts.repair_timing.setup_buffer_count 0 \
    yosys.cell_types.count 38 \
    timing.max_slew.rel_slack_pct 49.9 \
    critical_path_source_type "primary input" \
    layout.cells.most_common "sky130_fd_sc_hd__dfxtp_1" \
    maximum_number_of_pins_on_one_net_before_global_route_repair 22 \
    final_max_slew_viol_count 0 \
    globalplace.congestion 0.797 \
    grt_antenna_before_repair 0 \
    postSynthCellCount 168 \
    critPathMaxFanout 2 \
    worst-r2r-setup-slack_ns 0.82 \
    critical_path.reg2reg.endpoint "count_baudrate[11]" \
    post_cts_hold_buffer_count 0 \
    max_cap_viols 0 \
    synth-seq-area-share_pct 45.7 \
    swShare_pct 20.3 \
    ctsRootBufferMaster "sky130_fd_sc_hd__clkbuf_8" \
    placement_rows 26 \
    die_width_um 74.5 \
    ir_worst_vdd_v 0.000213 \
    grt_setup_unrepaired "false" \
    initial_utilization_pct 31.1 \
    async_reset_ff_share_pct 0 \
    design.core.area_um2 5070 \
    first_pass_grt_wire_length_mm 4.64 \
    p_switching_w 0.000231 \
    worstHoldPathCells 1 \
    cp_data_arrival_time_ns 1.90 \
    post_synth.cell_area_avg_um2 9.39 \
    ys_area_um2 1580 \
    sequentialPowerShare_pct 51.3 \
    worstReg2RegStart "count_baudrate[4]" \
    setup.worst_path.class "in2reg" \
    antenna_left 0 \
    cts.path.max_buffers 2 \
]
[synth_stat cells, drive strengths merged, types with 4 or more instances]
library cell,count
dfxtp,36
xnor2,5
inv,6
a21oi,6
mux2i,21
nand4,4
o21ai,4
nor2,34
nand2,8
nand3,6
xor2,5
[power by group through the flow]
stage         sequential (W)  combinational, W  clock [W]
CTS                 0.000582         0.0000455   0.000522
global route        0.000582         0.0000490   0.000548
finish              0.000582         0.0000451   0.000508
[critical path, stage by stage]
cell and delay [ns]:
sky130_fd_sc_hd__clkdlybuf4s50_1 0.43, sky130_fd_sc_hd__a2111oi_0 0.49, sky130_fd_sc_hd__o21ai_0 0.17, sky130_fd_sc_hd__a31oi_1 0.22, sky130_fd_sc_hd__a21oi_1 0.09
[metrics by stage]
stage / util [%] / instances / hold slack (ns) / area, um2 / power [W]
2_1_floorplan: - / 168 / 0.425 / 1580 / 0.000607
3_3_place_gp: 36.0 / 252 / 0.435 / 1830 / 0.000640
3_5_place_dp: 36.0 / 252 / 0.439 / 1830 / 0.000640
4_1_cts: 38.2 / 260 / 0.456 / 1940 / 0.00115
5_1_grt: 38.2 / 260 / 0.484 / 1940 / 0.00118
6_report: 38.2 / 260 / 0.453 / 1940 / 0.00114
[registers in the layout, indices dropped and copies added (netlist names)]
name and cells:
uart_tx_shift_register.bit_count 21, count_baudrate 14, uart_tx_shift_register.TxD 1
[cells by family after synthesis]
family / Yosys count / share of synthesized area, %
AND/OR/NAND/NOR: 67 / 21.5
flip-flops: 36 / 45.7
multiplexers: 22 / 14.3
XOR/XNOR: 10 / 5.55
other: 1 / 0.238
adder cells (fa/ha/maj): 3 / 2.38
AND-OR/OR-AND: 18 / 7.38
buffers and inverters: 11 / 3.01
[how the worst max path moves through the flow]
stage / cells past startpoint / slack (ns) / to / from
CTS: 5 / 0.76 / uart_tx_shift_register.TxD / tx_data[14]
global route: 5 / 0.53 / uart_tx_shift_register.TxD / tx_data[14]
finish: 5 / 0.77 / uart_tx_shift_register.TxD / tx_data[14]
[metal layers]
metal,up-vias,global-route usage (%),share of wire [%]
li1,617,-,-
met1,495,16.2,55
met2,19,16.8,38
met3,6,3.02,4.2
met4,0,2.10,2.4
met5,-,0,0
[final cells by class]
type | instances | area [um2] | share of cell area, %
Tap cell | 70 | 87.6 | 4.52
Clock buffer | 5 | 68.8 | 3.55
Sequential cell | 36 | 721 | 37.2
Clock inverter | 3 | 42.5 | 2.19
Timing Repair Buffer | 19 | 188 | 9.68
Inverter | 6 | 22.5 | 1.16
Multi-Input combinational cell | 121 | 810 | 41.7
Power figures rest on the tool's default switching activity, not on a simulated workload.
