==> flow/design.v <==
`timescale 1ns / 100ps
module BCD_counter_Ndigit #(parameter integer Ndigit = 3) (
   input  wire clk,
   input  wire rst,
   input  wire en,
   output wire [Ndigit*4-1:0] BCD,
   output wire overflow,                
   output wire eos                      
   ) ;
   wire [Ndigit:0] w ;    
   assign w[0] = en ;
   generate
      genvar k ;
      for(k = 0; k < Ndigit; k = k+1) begin : digit  
         BCD_counter_en   digit (
            .clk      (             clk ),
            .rst      (             rst ),
            .en       (            w[k] ),
            .BCD      (  BCD[4*k+3:4*k] ),
            .carryout (          w[k+1] )
         ) ;
      end  
   endgenerate
   assign eos = ( BCD == {Ndigit{4'b1001}} ) ? 1'b1 : 1'b0 ;       
   assign overflow = w[Ndigit] ;     
endmodule
`timescale 1ns / 100ps
module BCD_counter_en (
   input  wire clk,
   input  wire rst,            
   input  wire  en,            
   output reg [3:0] BCD,       
   output wire carryout
   ) ;
   always @(posedge clk) begin                               
      if( rst == 1'b1 )
         BCD <= 4'b0000 ;
      else begin
         if( en == 1'b1 ) begin       
            if( BCD == 4'b1001 )      
               BCD <= 4'b0000 ;
            else
               BCD <= BCD + 1'b1 ;
         end
      end   
   end  
   assign carryout = ( (BCD == 4'b1001) && (en == 1'b1) ) ? 1'b1 : 1'b0 ;
endmodule
`timescale 1ns / 100ps
module Ndigit_7seg_display (
   input wire clk, rst, en,
   input wire BTN,
   output wire segA,
   output wire segB,
   output wire segC,
   output wire segD,
   output wire segE,
   output wire segF,
   output wire segG,
   output reg [2:0] seg_anode 
   ) ;
   reg [24:0] count = 25'd0 ;
   always @(posedge clk) begin
      count <= count + 1'b1 ;
   end
   wire clk_div = count[22] ;              
   wire [1:0] count_slice ;
   assign count_slice = count[19:18] ;     
   wire [11:0] BCD ;
   BCD_counter_Ndigit  #(.Ndigit(3)) counter (
      .clk  (      BTN ),
      .en   (       en ),
      .rst  (      rst ),
      .BCD  (      BCD )
   ) ;
   reg [3:0] BCD_mux ;
   always @(*) begin
      case( count_slice[1:0] )
         2'b00   : BCD_mux[3:0] <= BCD[3 :0] ;
         2'b01   : BCD_mux[3:0] <= BCD[7 :4] ;
         2'b10   : BCD_mux[3:0] <= BCD[11:8] ;
         default : BCD_mux[3:0] <= BCD[3 :0] ;
      endcase
   end
   integer i ;
   always @(*) begin    
      for (i = 0 ; i < 3 ; i = i+1) begin
         seg_anode[i] = ( count_slice[1:0] == i ) ;
      end   
   end   
   wire UNCONNECTED ;
   SevenSegmentDisplayDecoder  SevenSegmentDisplayDecoder (
      .BCD   ( BCD_mux[3:0] ),
      .segA  (         segA ),
      .segB  (         segB ),
      .segC  (         segC ),
      .segD  (         segD ),
      .segE  (         segE ),
      .segF  (         segF ),
      .segG  (         segG ),
      .segDP (  UNCONNECTED )
   ) ;
endmodule
`timescale 1ns / 100ps
module SevenSegmentDisplayDecoder (
   input  wire [3:0] BCD,      
   output reg segA,            
   output reg segB,
   output reg segC,
   output reg segD,
   output reg segE,
   output reg segF,
   output reg segG,
   output reg segDP            
   ) ;
   always @(*) begin
      case( BCD[3:0] )
         4'b0000  :  {segA, segB, segC, segD, segE, segF, segG, segDP} = 8'b00000011 ;   
         4'b0001  :  {segA, segB, segC, segD, segE, segF, segG, segDP} = 8'b10011111 ;   
         4'b0010  :  {segA, segB, segC, segD, segE, segF, segG, segDP} = 8'b00100101 ;   
         4'b0011  :  {segA, segB, segC, segD, segE, segF, segG, segDP} = 8'b00001101 ;   
         4'b0100  :  {segA, segB, segC, segD, segE, segF, segG, segDP} = 8'b10011001 ;   
         4'b0101  :  {segA, segB, segC, segD, segE, segF, segG, segDP} = 8'b01001001 ;   
         4'b0110  :  {segA, segB, segC, segD, segE, segF, segG, segDP} = 8'b01000001 ;   
         4'b0111  :  {segA, segB, segC, segD, segE, segF, segG, segDP} = 8'b00011111 ;   
         4'b1000  :  {segA, segB, segC, segD, segE, segF, segG, segDP} = 8'b00000001 ;   
         4'b1001  :  {segA, segB, segC, segD, segE, segF, segG, segDP} = 8'b00001001 ;   
         default  :  {segA, segB, segC, segD, segE, segF, segG, segDP} = 8'b11111101 ;   
      endcase
   end
endmodule
==> flow/run.sh <==
#!/bin/bash
# OpenROAD 26Q1-2900-gdf79404cd8, Yosys 0.63+post, stock flow scripts
make -C /OpenROAD-flow-scripts/flow DESIGN_CONFIG=/design/flow/config.mk WORK_HOME=/design/flow/orfs finish
==> flow/config.mk <==
export PLATFORM = sky130hd
export DESIGN_NAME = Ndigit_7seg_display
export DESIGN_NICKNAME = Ndigit_7seg_display
export VERILOG_FILES = /design/flow/design.v
export SDC_FILE = /design/flow/constraint.sdc
export NUM_CORES = 4
export LEC_CHECK = 1
export CORE_AREA = 10 10 99 99
export DIE_AREA = 0 0 109 109
==> flow/constraint.sdc <==
current_design Ndigit_7seg_display

set clk_period 4.3
set clk_io_pct 0.2

create_clock -name clk0 -period $clk_period [get_ports {BTN}]
create_clock -name clk1 -period $clk_period [get_ports {clk}]

set non_clock_inputs [all_inputs -no_clocks]
set_input_delay [expr $clk_period * $clk_io_pct] -clock clk0 $non_clock_inputs
set_output_delay [expr $clk_period * $clk_io_pct] -clock clk0 [all_outputs]
==> results.cfg <==
; yosys + openroad results
[timing]
max_slew_margin_pct = 70.2
final-setup-viol-count = 0
setup_ws_ns = 0.377
rsz0062_at_grt = no
finClkSkew_ns = 0.00489
drv_slew = 0
worst-slew-pin-transition_ns = 0.446
setup_tns_ns = 0
finalHoldViolCount = 0

[detailed_routing]
wirelength_mm = 3.04
drc = 0
drt_first_pass_iters = 4
vias = 1261
drtIter0Drc = 65
wl_per_cell_um = 10.2
postRouteAntennaNets = 0
antenna-diode-count = 0
via_per_inst = 4.23

[setup_path]
slowest_delay_ns = 0.52
cp_cell_sequence = inv_1 -> ha_1 -> nor2_1 -> a21oi_1 -> inv_1 -> ha_1 -> mux2i_1 -> nor2_1 -> a311o_1 -> o21a_1 -> clkdlybuf4s50_1
path_buffers = 3
path_class = reg2out
cpLargestDelayFamily = AND-OR/OR-AND gates
worstPathArrival_ns = 3.06
start_kind = register
cp-end-kind = primary output
crit_required_ns = 3.44
cpMaxStageDelayCell = ha_1
path_max_fanout = 14

[logic_synthesis]
synth.distinct_cells = 41
synthCells = 184
synth_chip_area_mm2 = 0.00167
syn_area_mm2 = 0.00167
synth_flops = 32
ys_seq_share_pct = 38.3
ys_cells = 184
ff_type = dfxtp_1
syn_avg_cell_area_um2 = 9.10
edf_count = 0
async_reset_ff_share_pct = 0
ys_warn_count = 3

[pwr]
cellPowerDensity_mw_per_mm2 = 304
p_leak_uw = 0.000706
ir_worst_vdd_v = 0.000298

[run_status]
status = completed

[cts]
cts_resized = 0
ctsHoldBuffers = 0
clock-sinks = 32
cts_tree = yes
post_cts_buffers = 0
clkTransAtPathRegs_ns = 0.07

[floorplan]
die_y_um = 109
dieArea_mm2 = 0.0119
fp_util_pct = 21.7
rows = 32
die_w_um = 109
core_mm2 = 0.00773
pin_count = 14

[place]
placement.io_buffers = 12
dpl_worst_slack_ns = 0.692
hpwl_mm = 2.19
place_area_mm2 = 0.00187
place_congestion = 0.824

[worst_hold_path]
holdCritPathClass = reg2reg

[finish]
post-route-util_pct = 25.7
fin_area_mm2 = 0.00198
final_cell_mix = dfxtp_1 (32), xnor2_1 (18), nor2_1 (16), nand3_1 (13), clkdlybuf4s50_1 (12)
layout_top_cell = dfxtp_1
drive_gt1_share_pct = 6.12
areaGrowthSynthToFinish_pct = 18.5

[global_route]
track_usage_pct = 5.35
grt_pass1_wl_mm = 5.42
grt_pass1_vias = 1182
overflow = 0
antenna_found_initial = 0
grt_max_degree = 15

[run]
maxCapViolCount = 0
tool_warnings = 32
[Yosys cell counts, types with 5 or more instances]
master / instances / area, µm²
xor2_1: 6 / 52.6
xnor2_1: 18 / 158
nor2_1: 16 / 60.1
nor2b_1: 5 / 31.3
o21ai_0: 5 / 25.0
nand2_1: 11 / 41.3
nand4_1: 5 / 31.3
a21oi_1: 8 / 40.0
nand3_1: 13 / 65.1
inv_1: 5 / 18.8
ha_1: 9 / 113
buf_2: 5 / 25.0
dfxtp_1: 32 / 641
[power breakdown]
group | total, µW | internal, µW | leakage, µW | switching (µW)
logic | 41.4 | 23.8 | 0.000391 | 17.5
registers | 302 | 298 | 0.000258 | 3.38
clock network | 261 | 162 | 0.0000575 | 98.9
total | 604 | 484 | 0.000706 | 120
[routing by layer]
layer  track usage, %  wire [µm]  vias to the layer above
met3             1.49        103                        6
met1             7.71       1620                      574
met4             1.13         46                        0
met2             7.84       1270                       18
met5                0          0                        -
li1                 -          -                      663
[flip-flops by register name (all words and copies together) (netlist names)]
| signal | cells |
|---|---|
| count | 20 |
| counter.digit.digit.BCD | 12 |
[layout make-up]
type | instances | area, µm²
Fill cell | 805 | 5740
Multi-Input combinational cell | 139 | 967
Clock buffer | 8 | 110
Timing Repair Buffer | 12 | 120
Sequential cell | 32 | 641
Inverter | 5 | 18.8
Tap cell | 102 | 128
[metrics by stage]
stage,hold slack (ns),total power [µW],cells
after global routing,0.466,635,298
after detailed placement,0.414,350,290
after CTS,0.441,614,298
after global placement,0.406,351,290
final,0.433,604,298
after floorplan,0.391,330,184
[cell families (layout without fill, tap and decap cells)]
family / after synthesis / in the layout / synth area share (%)
DFF: 32 / 32 / 38.3
xor gates and xnor gates: 24 / 24 / 12.6
AOI/OAI and AO/OA: 30 / 30 / 11.7
and+or+nand+nor: 73 / 73 / 25.0
muxes: 3 / 3 / 1.79
adders and majority gates: 9 / 9 / 6.73
buffers and inverters: 13 / 25 / 3.96
[worst register-to-register path: stages (launching register included)]
cell,delay [ns]
dfxtp_1,0.47
and4b_1,0.40
nand3_4,0.11
or3_1,0.37
a21oi_2,0.11
[path summary, 6_finish.rpt]
kind | from | end | slack, ns | cells after the start
setup reg to reg | counter.digit[0].digit.BCD[3] | counter.digit[2].digit.BCD[1] | 2.77 | 4
min in group clk0 | counter.digit[1].digit.BCD[3] | counter.digit[1].digit.BCD[3] | 0.54 | 2
hold / removal | count[0] | count[0] | 0.43 | 1
setup / recovery | count[18] | segD | 0.38 | 11
hold reg to reg | count[0] | count[0] | 0.43 | 1
max in group clk1 | count[6] | count[18] | 2.86 | 4
Power is estimated from default activity; no workload was simulated.
