===== /design/flow/run.sh =====
#!/bin/bash
# OpenROAD 26Q1-2900-gdf79404cd8, Yosys 0.63+post, stock flow scripts
make -C /OpenROAD-flow-scripts/flow DESIGN_CONFIG=/design/flow/config.mk WORK_HOME=/design/flow/orfs finish

===== /design/flow/config.mk =====
export PLATFORM = sky130hd
export DESIGN_NAME = OneHotDecoder
export DESIGN_NICKNAME = OneHotDecoder
export VERILOG_FILES = /design/flow/design.v
export SDC_FILE = /design/flow/constraint.sdc
export NUM_CORES = 4
export LEC_CHECK = 1
export CORE_AREA = 10 10 70 70
export DIE_AREA = 0 0 80 80

===== /design/flow/constraint.sdc =====
current_design OneHotDecoder

set clk_period 1.0
set clk_io_pct 0.2

create_clock -name clk0 -period $clk_period

set non_clock_inputs [all_inputs -no_clocks]
set_input_delay [expr $clk_period * $clk_io_pct] -clock clk0 $non_clock_inputs
set_output_delay [expr $clk_period * $clk_io_pct] -clock clk0 [all_outputs]

===== /design/flow/design.v =====
`timescale 1ns / 100ps
module OneHotDecoder (
   input  wire [4:0]  Bin,       
   output reg  [31:0] Bout       
   ) ;
   integer i ;
   always @(*) begin
      for(i=0; i < 32; i=i+1) begin
         Bout[i] = (Bin[4:0] == i) ;       
      end   
   end   
endmodule

==> results.toml <==
# flow metrics
[sta]
rsz0062_at_grt = "true"
worst-slew-pin-transition_ns = 0.194
final.setup.worst_slack_ns = -0.258
finalClockPeriodUsage = 1.26
max_freq_mhz = 795
timing_hold_violations_final = 0
finalWorstPathRequiredPeriod_ns = 1.26
slew_violations = 0
slew_headroom = 0.871
setup_viol_count_final = 30

[min_path]
hold_path_class = "input port to output pin"

[power]
p_per_area_nw_per_um2 = 300
vdd.ir_drop.worst_mv = 0.0576
leakage_nw = 0.434
total_power_mw = 0.264

[synthesis]
synth-seq-area-share = 0
mux_share = 0
simple_gate_area_frac = 0.949
xor_share = 0
synth.top_cells.by_count = "sky130_fd_sc_hd__nor2_1, sky130_fd_sc_hd__clkbuf_1, sky130_fd_sc_hd__nand3b_1, sky130_fd_sc_hd__or3b_4, sky130_fd_sc_hd__nand2b_1"
synth.distinct_cells = 9
dominant_kind_of_combinational_cell = "simple AND/OR/NAND/NOR gates"
netlist_area_um2 = 221
post_synth_top_area_share = 0.542
synthesis.yosys.warnings = 1
most_common_cell = "sky130_fd_sc_hd__nor2_1"
avgSynthCellArea_um2 = 4.71
post_synthesis_cell_count_from_yosys = 47
synth_top_cell_by_area = "sky130_fd_sc_hd__nor2_1"
post_synth_ao_oa_area_fraction = 0
post_synth_fa_ha_maj_area_fraction = 0
yosys.stat.chipArea_um2 = 221
post_synth_inst_count = 47
largest_cells_by_area_after_synthesis = "sky130_fd_sc_hd__nor2_1, sky130_fd_sc_hd__or3b_4, sky130_fd_sc_hd__nand3b_1, sky130_fd_sc_hd__nand2b_1, sky130_fd_sc_hd__clkbuf_1"

[layout]
flow.area_growth_from_synthesis_pct = 297
clkbuf_count = 0
sequential_cell_area_um2 = 0
layout_cells_sized_above_1 = 0.808
final_cell_area_um2 = 880
nFlopsAndLatches = 0

[drt]
post_drt_wl_per_cell_um = 14.0
drcViolationCount = 0
detail-route-antenna-nets = 0
route.final.wire_length_um = 2100
vias = 542
number_of_drc_violations_after_detailed_routing_iteration_0 = 17
routed_via_density = 3.61
antenna_cells_inserted = 0
firstDrtPassIters = 2

[global_routing]
grt_util_all_layers = 0.0628
initial_antenna_violation_count = 0
grt_start_max_net_pins = 9
gr-total-overflow = 0
grt_first_pass_wirelength_um = 3180
first_global_vias = 561

[floorplan]
io_pins = 37
chip_footprint_um2 = 6400
placementRows = 21
core_utilization_before_placement = 0.0648
die-width_um = 80
core_area_um2 = 3420
die_h_um = 80

[flow_run]
timing.max_cap.violations = 0
warnings = 34

[worst_setup_path]
arrival_ns = 1.06
cpMaxStageDelayCell = "sky130_fd_sc_hd__nand3b_1"
critical_path.max_stage_delay_ns = 0.18
timing.critical_path.mode_cell = "sky130_fd_sc_hd__buf_6"
critPathRequiredTime_ns = 0.80
timing.critical_path.cells = "buf_8 -> buf_6 -> nand3b_1 -> buf_4 -> buf_6 -> nor2_1 -> buf_2"
worstSetupStartpointType = "input port"
critPathMaxFanout = 6
type_of_the_worst_setup_path = "input port to output pin"
timing.critical_path.to_type = "output pin"

[placement]
gp_congestion = 0.750
io_buffers = 37
post-dp-hpwl_um = 1310
placed_area_um2 = 661

[run_status]
run_status = "finished, violations left"
failed_checks = "negative setup slack"
placed cells by master, fill, tap and decap left out:
| master | count |
|---|---|
| sky130_fd_sc_hd__nor2_4 | 6 |
| sky130_fd_sc_hd__buf_8 | 2 |
| sky130_fd_sc_hd__or3b_4 | 3 |
| sky130_fd_sc_hd__nand3_2 | 1 |
| sky130_fd_sc_hd__buf_2 | 30 |
| sky130_fd_sc_hd__or2_4 | 1 |
| sky130_fd_sc_hd__nand2b_4 | 2 |
| sky130_fd_sc_hd__nor2_1 | 15 |
| sky130_fd_sc_hd__buf_6 | 17 |
| sky130_fd_sc_hd__nand3b_1 | 3 |
| sky130_fd_sc_hd__nor2_2 | 11 |
| sky130_fd_sc_hd__buf_12 | 3 |
| sky130_fd_sc_hd__nand2_8 | 1 |
| sky130_fd_sc_hd__dlygate4sd2_1 | 1 |
| sky130_fd_sc_hd__buf_4 | 6 |
| sky130_fd_sc_hd__clkdlybuf4s50_1 | 1 |
| sky130_fd_sc_hd__or3_4 | 1 |
worst paths after layout:
kind / cells past startpoint / startpoint / to
max: 7 / Bin[0] / Bout[30]
min: 4 / Bin[4] / Bout[22]
per-layer routing:
layer / up-vias / part of all wire / GRT usage
met5: - / 0 / 0
met4: 0 / 0 / 0
met3: 0 / 0.11 / 0.0216
met2: 25 / 0.37 / 0.0835
met1: 251 / 0.52 / 0.0982
li1: 266 / - / -
final cells by class:
cell class	instances	area, µm²
fill	361	2540
tap	46	57.6
timing repair buffer	60	495
multi-input combinational	44	327
stage by stage:
step | hold WS, ns | TNS, ns | instances | util | worst slack [ns]
after global placement | 1.54 | -29.18 | 130 | 0.193 | -0.992
after detailed placement | 1.55 | -29.90 | 130 | 0.193 | -1.01
after CTS | 0.748 | -4.22 | 148 | 0.227 | -0.230
final | 0.739 | -4.70 | 150 | 0.258 | -0.258
after floorplan | 0.522 | 0 | 47 | - | 0.0923
after global routing | 0.759 | -6.05 | 150 | 0.258 | -0.322
power breakdown:
part / internal (mW) / switching [mW] / leakage, nW
registers: 0 / 0 / 0
logic: 0.153 / 0.111 / 0.434
clock network: 0 / 0 / 0
total: 0.153 / 0.111 / 0.434
critical path, delay by kind of cell:
family        cells  cell delay (ns)
buf+inv           5             0.59
simple gates      2             0.26
timing repair:
action	in CTS	in global routing
hold buffers	0	0
pin swaps	34	15
setup buffers	18	2
resized	154	25
endpoints found under the setup margin	32	32
cells by family (layout without fill, tap and decap cells):
logic type | after synthesis | in the layout
buf+inv | 3 | 60
simple gates | 44 | 44
No activity file was given, so power comes from the tool's default toggle rates.
